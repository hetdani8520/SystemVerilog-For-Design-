[design.v]
module day8#(
  parameter BIN_W       = 4,
  parameter ONE_HOT_W   = 16
)(
  input   logic [BIN_W-1:0]     bin_i,     
  output  logic [ONE_HOT_W-1:0] one_hot_o   
);
  always_comb begin
    one_hot_o = 1 << bin_i;
  end
endmodule
[run.sh]
#!/bin/bash
# OpenROAD 26Q1-2900-gdf79404cd8, Yosys 0.63+post, stock flow scripts
make -C /OpenROAD-flow-scripts/flow DESIGN_CONFIG=/design/flow/config.mk WORK_HOME=/design/flow/orfs finish
[config.mk]
export PLATFORM = sky130hd
export DESIGN_NAME = day8
export DESIGN_NICKNAME = day8
export VERILOG_FILES = /design/flow/design.v
export SDC_FILE = /design/flow/constraint.sdc
export NUM_CORES = 4
export LEC_CHECK = 1
export CORE_AREA = 10 10 70 70
export DIE_AREA = 0 0 80 80
[constraint.sdc]
current_design day8

set clk_period 1.0
set clk_io_pct 0.2

create_clock -name clk0 -period $clk_period

set non_clock_inputs [all_inputs -no_clocks]
set_input_delay [expr $clk_period * $clk_io_pct] -clock clk0 $non_clock_inputs
set_output_delay [expr $clk_period * $clk_io_pct] -clock clk0 [all_outputs]
==> reports/metrics.csv <==
metric;value;unit
num_antenna_cells;0;
use_met1;6.86;%
crit_type;input pin to primary output;
ys_seq_share;0;%
grt_max_degree;9;
track_usage;3.83;%
p_total;241;uW
critPathLaunchType;input pin;
cp.arrival;0.94;ns
nClkBuffers;0;
drive_gt1_share;90.0;%
warnings;34;
dieArea;6400;um2
boundaryPins;20;
max_cap_violations;0;
rsz0062_at_grt;true;
finalWeightedCongestion;0.721;
p_leak;0.000346;uW
pre_cts_slack;-0.800;ns
worstPathRequired;0.80;ns
portBuffers;20;
finalCritPeriodShare;114;%
netlist_area;226;um2
area_growth;216;%
drtIter0Drc;17;
antenna_found_initial;0;
status;finished, violations left;
grt_pass1_wl;1980;um
startpoint;bin_i[1];
grt_pass1_vias;344;
logic_area;240;um2
hpwlAfterDp;634;um
rows;21;
ys_area;226;um2
via_per_inst;3.24;
drt-pass1-iter-count;2;
critPathCaptureType;primary output;
ys_types;6;
totalWireLength;1390;um
slew_headroom;86.4;%
tightest_slew;0.203;ns
whs;0.765;ns
die_x;80;um
timing.final.ws_setup;-0.144;ns
yosys_warnings;1;
max_freq;0.874;GHz
placed_area;497;um2
syn_inst;20;
drcViolationCount;0;
busiest_layer;met1;
grt_overflow_total;0;
hp-class;input pin to primary output;
grtUsageMet2;3.93;%
coreArea;3420;um2
dieHeight;80;um
fin_crit;1.14;ns
min_delay_path_depth;4;
hold_viol_final;0;
wl_per_cell;13.1;um
hp-start;bin_i[0];
holdPathEnd;one_hot_o[4];
syn_avg_cell_area;11.3;um2
ys_cells;20;
fp_util;6.63;%
ff_count;0;
drv_slew;0;
vias;343;
ir_drop;0.000149;V
ant_nets;0;
cp_max_fo;6;
finalSetupViolCount;13;
pwr_density_cell;337;nW/um2
use_met3;1.48;%
postLayoutCellArea;716;um2
seq_area;0;um2
failed_checks;setup timing;
nFillCells;368;
power by group:
part           leakage, uW  switching (uW)  internal [uW]  total, uW
sequential               0               0              0          0
clock                    0               0              0          0
combinational     0.000346            84.6            156        241
total             0.000346            84.6            156        241
critical path, cell delays in order:
cell     delay (ns)
buf_8          0.10
buf_6          0.12
buf_6          0.12
nor4b_4        0.27
buf_2          0.14
cells in the mapped netlist, drive strengths merged:
| master | instances | area, um2 |
|---|---|---|
| and4bb | 6 | 75.1 |
| and4b | 4 | 40.0 |
| buf | 4 | 30.0 |
| nor4b | 4 | 60.1 |
| and4 | 1 | 8.76 |
| nor4 | 1 | 12.5 |
kinds of logic (layout without fill, tap and decap cells):
| group | after synthesis | in the layout | synth area share, % |
|---|---|---|---|
| AND/OR/NAND/NOR | 16 | 16 | 86.7 |
| buffers and inverters | 4 | 44 | 13.3 |
what timing repair did:
item | in CTS | in global routing
pin swaps | 9 | 5
hold endpoints to repair | 0 | 0
setup endpoints to repair | 16 | 13
gates resized | 89 | 10
cloned | 4 | 0
hold buffers | 0 | 0
setup buffers | 14 | 3
layout make-up:
cell class / count / area share [%]
timing repair buffer: 44 / 58.4
multi-input combinational: 16 / 33.6
tap: 46 / 8.04
through the flow:
step | utilization [%] | setup TNS (ns) | cells
finish | 21.0 | -1.16 | 106
global route | 21.0 | -1.64 | 106
CTS | 18.9 | -0.973 | 104
detailed placement | 14.5 | -12.00 | 86
global placement | 14.5 | -12.14 | 86
floorplan | - | 0 | 20
metal layers:
layer | part of all wire [%] | routed length, um
met4 | 0 | 0
met2 | 34 | 470
met5 | 0 | 0
met1 | 56 | 779
met3 | 9.9 | 137
cell usage in the layout, fill, tap and decap left out, drive strengths merged:
| cell type | instances |
|---|---|
| nor4 | 1 |
| and4 | 1 |
| and4b | 4 |
| buf | 43 |
| and4bb | 6 |
| clkdlybuf4s15 | 1 |
| nor4b | 4 |
how the worst max path moves through the flow:
stage | endpoint | slack, ns | cells past startpoint
4_1_cts | one_hot_o[8] | -0.13 | 5
5_1_grt | one_hot_o[0] | -0.19 | 5
6_report | one_hot_o[1] | -0.14 | 5
Power is estimated from default activity; no workload was simulated.
