### flow/config.mk
export PLATFORM = sky130hd
export DESIGN_NAME = day4
export DESIGN_NICKNAME = day4
export VERILOG_FILES = /design/flow/design.v
export SDC_FILE = /design/flow/constraint.sdc
export NUM_CORES = 4
export LEC_CHECK = 1
export CORE_AREA = 10 10 105 105
export DIE_AREA = 0 0 115 115
export SYNTH_HDL_FRONTEND = slang
### flow/design.v
module day4 (
  input     logic [7:0]   a_i,   
  input     logic [7:0]   b_i,   
  input     logic [2:0]   op_i,  
  output    logic [7:0]   alu_o   
);
  logic carry;
  always_comb begin
    case(op_i)
      3'b000:begin
        {carry,alu_o} = {1'b0,a_i} + {1'b0,b_i};  
      end
      3'b001:begin
        alu_o = (a_i > b_i) ? (a_i - b_i): -(a_i - b_i);  
      end
      3'b010:begin
        alu_o = a_i << b_i[2:0];  
      end
      3'b011:begin
        alu_o = a_i >> b_i[2:0];  
      end
      3'b100:begin
        alu_o = a_i & b_i;  
      end
      3'b101:begin
        alu_o = a_i | b_i;  
      end
      3'b110:begin
        alu_o = a_i ^ b_i;  
      end
      3'b111:begin
        alu_o = (a_i==b_i) ? 8'd1:8'd0;  
      end
    endcase
  end
endmodule
### flow/constraint.sdc
current_design day4

set clk_period 8.5
set clk_io_pct 0.2

create_clock -name clk0 -period $clk_period

set non_clock_inputs [all_inputs -no_clocks]
set_input_delay [expr $clk_period * $clk_io_pct] -clock clk0 $non_clock_inputs
set_output_delay [expr $clk_period * $clk_io_pct] -clock clk0 [all_outputs]
### flow/run.sh
#!/bin/bash
# OpenROAD 26Q1-2900-gdf79404cd8, Yosys 0.63+post, stock flow scripts
make -C /OpenROAD-flow-scripts/flow DESIGN_CONFIG=/design/flow/config.mk WORK_HOME=/design/flow/orfs finish
==> changes_impl.md <==
## Flow update

* Mapped cell area at 1870 sq um
* Worst EP arrival at 5.37 ns
* Clock buf count at 0
* Yosys warns at 0
* GR Overflow Total at 0
* Max Freq at 0.141 GHz
* Post-CTS Hold Buffers at 0
* Crit. Startpoint: b_i[1]
* Crit path max fanout at 19
* Pin count of the biggest net entering global routing at 20
* Top cell excl fill/tap: clkdlybuf4s50_1
* Most frequent cells in the layout: 27 x clkdlybuf4s50_1, 26 x ha_1, 25 x inv_1, 24 x nand2_1, 22 x o21ai_0
* HPWL after detailed placement at 4.60 mm
* Core area at 8760 sq um
* Hold slack at 4.60 ns
* Detailed-route vias per instance at 4.97
* Worst setup path category: in2out
* Post-synth cell types at 57
* Fp_density at 0.213
* Fin. Hold Viols at 0
* VDD IR max at 20.5 uV
* Die X at 115 um
* Mapped Cells at 250
* WHS Path Cells at 4
* Ports at 27
* Routed Antenna Nets at 0
* Initial DRC Count at 162
* Initial antenna violation count at 0
* Register area at 0 sq um
* Post-synth seq share at 0
* Avg Synthesized Cell Area at 7.48 sq um
* Residual DRC count at 0
* Gpl congestion at 0.956
* Fill count at 962
* First-pass detailed-route iteration total at 4
* Slew at the pin closest to its max-slew limit at 0.749 ns
* First-pass GRT wire length at 8.98 mm
* Die ar. at 13,200 sq um
* Hold WC Path Type: in2out
* RSZ-0062 raised after global routing: no
* Vias in the first global route at 1,768
* Flops at 0
* Chip height at 115 um
* # setup viols final at 0
* Worst slew margin at 0.499
* Setup crit end kind: output pin
* GR Util All Layers at 0.0813
* Number of cells in Yosys stat at 250
* Fin crit share at 0.832
* Std cell rows at 34
* # Post-CTS Setup Buffers at 0
* Per-cell routed wire length at 14.7 um
* Number of OpenROAD warnings at 49
* Number of max-cap violations at 0
* Min Tclk post-route at 7.07 ns
* Drt total wl at 5.48 mm
* Pwr per Cell Area at 65.2 nW/um^2
* Startpoint types: input port
* PortBufs at 27
* Hold path startpoint: op_i[0]
* Req. time, crit path at 6.80 ns
* Setup TNS at 0 ns
* Slew Viols, Final at 0
* Hold endpoint: alu_o[7]
* Via count at 1,849
* YS chip area at 1870 sq um
* # diodes at 0
* Pleak at 0.903 nW
* Share of layout cells above drive strength 1 at 0.0909
* CTS resizes at 0
* Status: finished, final reports clean
* Area Growth Syn to Fin at 18.0%
==> worst max path at each step <==
stage / cells after the start / slack, ns / to
6_report: 11 / 1.43 / alu_o[7]
5_1_grt: 11 / 1.22 / alu_o[7]
4_1_cts: 11 / 1.49 / alu_o[7]
==> report_power, final <==
part / total, mW / switching (mW) / internal (mW) / leakage, nW
logic: 0.144 / 0.0757 / 0.0680 / 0.903
registers: 0 / 0 / 0 / 0
clock network: 0 / 0 / 0 / 0
total: 0.144 / 0.0757 / 0.0680 / 0.903
==> kinds of logic after synthesis <==
| kind of cell | Yosys count | synth area share |
|---|---|---|
| buffers and inverters | 43 | 0.101 |
| multiplexers | 16 | 0.149 |
| XOR/XNOR | 16 | 0.0790 |
| AND/OR/NAND/NOR | 79 | 0.218 |
| AND-OR/OR-AND | 68 | 0.258 |
| adder cells (fa/ha/maj) | 28 | 0.195 |
==> synth_stat cells (2+ instances only) <==
master,instances,area (sq um)
ha_1,26,325
mux2_2,4,45.0
a21o_1,2,15.0
nand4_1,4,25.0
inv_2,2,7.51
a221oi_1,2,17.5
nor4_1,3,18.8
a211oi_1,2,15.0
o21ai_0,22,110
nor2b_1,3,18.8
xnor2_1,8,70.1
o31ai_4,2,42.5
inv_1,25,93.8
nand2b_1,7,43.8
a22o_1,3,26.3
a222oi_1,2,20.0
nor3b_1,3,22.5
a21oi_1,8,40.0
buf_6,2,22.5
and2_1,3,18.8
clkbuf_1,4,15.0
o211ai_1,4,30.0
o31ai_1,2,15.0
nor2_1,18,67.6
buf_2,7,35.0
a31oi_1,5,31.3
and3_1,3,18.8
xor2_1,7,61.3
fa_1,2,40.0
nand2_1,24,90.1
mux2i_1,3,30.0
a22oi_1,3,22.5
mux4_2,9,203
or3_1,3,18.8
==> through the flow <==
step / util / cells / worst slack [ns] / instance area (sq um) / power, mW
3_3_place_gp: 0.252 / 372 / 1.50 / 2210 / 0.143
2_1_floorplan: - / 250 / 2.95 / 1870 / 0.0984
5_1_grt: 0.252 / 372 / 1.22 / 2210 / 0.160
3_5_place_dp: 0.252 / 372 / 1.48 / 2210 / 0.143
6_report: 0.252 / 372 / 1.43 / 2210 / 0.144
4_1_cts: 0.252 / 372 / 1.49 / 2210 / 0.144
==> layer usage <==
layer / track usage / vias to the layer above / part of all wire
met5: 0 / - / 0
met4: 0.00248 / 0 / 0
met3: 0.0153 / 0 / 0.064
met2: 0.134 / 48 / 0.48
met1: 0.114 / 872 / 0.45
li1: - / 929 / -
==> area by class of cell <==
| class | count | area [sq um] | share of cell area |
|---|---|---|---|
| tap | 108 | 135 | 0.0613 |
| timing repair buffer | 29 | 285 | 0.129 |
| multi-input combinational | 207 | 1680 | 0.762 |
| inverter | 28 | 105 | 0.0476 |
==> worst max-delay path: stages <==
cell,delay (ns)
clkdlybuf4s50_1,0.95
inv_1,0.34
ha_1,0.41
o21bai_1,0.23
a21oi_1,0.11
xnor2_1,0.36
nand3_2,0.19
o31ai_4,0.31
xnor2_1,0.10
a31oi_1,0.16
clkdlybuf4s50_1,0.50
Power and IR drop assume default switching activity.
