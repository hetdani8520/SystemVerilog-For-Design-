## flow/run.sh

```bash
#!/bin/bash
# OpenROAD 26Q1-2900-gdf79404cd8, Yosys 0.63+post, stock flow scripts
make -C /OpenROAD-flow-scripts/flow DESIGN_CONFIG=/design/flow/config.mk WORK_HOME=/design/flow/orfs finish
```

## flow/constraint.sdc

```tcl
current_design clock_divider_byN

set clk_period 1.5
set clk_io_pct 0.2

create_clock -name clk0 -period $clk_period [get_ports {clk}]

set non_clock_inputs [all_inputs -no_clocks]
set_input_delay [expr $clk_period * $clk_io_pct] -clock clk0 $non_clock_inputs
set_output_delay [expr $clk_period * $clk_io_pct] -clock clk0 [all_outputs]
```

## flow/config.mk

```make
export PLATFORM = sky130hd
export DESIGN_NAME = clock_divider_byN
export DESIGN_NICKNAME = clock_divider_byN
export VERILOG_FILES = /design/flow/design.v
export SDC_FILE = /design/flow/constraint.sdc
export NUM_CORES = 4
export LEC_CHECK = 1
export CORE_AREA = 10 10 70 70
export DIE_AREA = 0 0 80 80
```

## flow/design.v

```verilog
module clock_divider_byN #(parameter int N = 4)
  (
    input logic clk,
    input logic rstn,
    output logic clk_out  
  );
  logic [N-1:0] cnt, nx_cnt;  
  always_ff @(posedge clk or negedge rstn) begin
    if(!rstn) begin
      cnt <= 'd0;
    end
    else begin
      cnt <= nx_cnt;
    end
  end
  always_comb begin 
    if(cnt < (N/2)) begin
        clk_out = 'd1;
    end
    else begin
      clk_out = 'd0;
    end
  end
  always_comb begin
   if(cnt == (N-1)) begin
     nx_cnt <= 'd0;
   end
    else begin
      nx_cnt = cnt + 1;
    end
 end
endmodule
```

==> flow_metrics.py <==
# Generated from Yosys and OpenROAD reports
metrics = {
    "run_status": {
        "outcome": "completed",
    },
    "die": {
        "rows": 21,
        "die_h_microns": 80,
        "core_area_sq_um": 3416,
        "die_x_microns": 80,
        "die_area_sq_um": 6400,
        "pin_count": 3,
        "fp_util_pct": 4.579,
    },
    "timing": {
        "period_needed_ns": 1.299,
        "setup_viol": 0,
        "finalClockSkew_ns": 0.003107,
        "period_used_pct": 86.61,
        "hold_viol": 0,
        "fin_setup_tns_ns": 0,
        "rsz0062_at_grt": "false",
        "max_slew_margin_pct": 87.88,
        "fmax_mhz": 769.8,
        "slew_viol_final": 0,
        "tightest_slew_ns": 0.1812,
    },
    "worst_setup_path": {
        "crit_required_ns": 1.20,
        "crit_type": "flip-flop to output pin",
        "cp_max_fo": 2,
        "start_kind": "flip-flop",
        "critPathArrivalTime_ns": 1.00,
        "critPathCaptureType": "output pin",
    },
    "cts": {
        "clk_path_buf_depth": 2,
        "cts_tree": "built",
        "clock_sinks": 4,
        "numCtsBuffers": 3,
        "htree_num_levels": 1,
        "cts-root-buf": "clkbuf_4",
        "clock.latency.late_pin_ns": 0.23,
        "clk_pin_slew_ns": 0.04,
    },
    "drt": {
        "drc_errors": 0,
        "first_iter_violations": 0,
        "wl_microns": 346,
        "avgRoutedWirePerCell_microns": 5.088,
        "vias_per_cell": 1.985,
        "antenna_left": 0,
        "firstDrtPassIters": 1,
        "vias": 135,
    },
    "final_layout": {
        "area_growth_pct": 79.20,
        "largest_register_ffs": 4,
        "final_util_pct": 8.205,
        "largest_register": "cnt",
        "drive_gt1_share_pct": 28.57,
        "fillers": 407,
        "reg.largest.list": "cnt x4",
        "ff_latch_area_sq_um": 100.1,
        "combGateArea_sq_um": 52.55,
    },
    "synth": {
        "synth_flops": 4,
        "xor_area_share_pct": 5.600,
        "netlist.area_leader.share_pct": 64.00,
        "synth_area_per_cell_sq_um": 12.03,
        "syn_area_sq_um": 156.4,
        "synthCells": 13,
        "ys_sh_adder_pct": 8.000,
        "ys_seq_share_pct": 64.00,
        "synth.mux.area_fraction_pct": 0,
        "top_area_cell": "dfrtp_1",
        "synth.distinct_cells": 10,
        "top_cells_by_area": "dfrtp_1, ha_1, xnor2_1",
        "aoi_share_pct": 6.400,
        "ys_cells": 13,
        "yosysWarnings": 1,
        "logic_family": "simple AND/OR/NAND/NOR gates",
        "ys_area_sq_um": 156.4,
        "simple_gate_share_pct": 13.60,
    },
    "job": {
        "warning_count": 25,
        "maxCapViolCount": 0,
    },
    "global_routing": {
        "antenna_found_initial": 1,
        "grt.overflow.total": 0,
        "grt_pass1_vias": 153,
        "grt_pass1_wl_microns": 614,
        "grt_use_total_pct": 1.368,
        "grt_max_degree": 5,
    },
    "power": {
        "p_leak_nw": 0.1123,
        "vdd_drop_max_mv": 0.1798,
        "p_per_area_nw_per_um2": 867.7,
    },
    "placed_design": {
        "numPortBuffers": 2,
        "hpwl_microns": 249.1,
        "routabilityCongestion": 0.6282,
    },
    "hold_path": {
        "hp-class": "input pin to async pin",
    },
}
## layout by cell type (no fill, tap or decap), drive strengths merged
cell type      synthesis  final
xnor2                  1      1
dlygate4sd2            0      1
diode                  0      1
buf                    0      3
ha                     1      1
clkbuf                 0      3
dfrtp                  4      4
nand3                  1      1
clkdlybuf4s50          0      1
nand3b                 1      1
inv                    1      1
nor3                   1      1
a21oi                  1      1
o21ai                  1      1
nor2                   1      1
## synth_stat cells
cell and instances:
dfrtp_1 4, inv_1 1, ha_1 1, nand3b_1 1
o21ai_0 1, nor3_1 1, a21oi_1 1, xnor2_1 1
nor2_1 1, nand3_1 1
## worst max-delay path, stage by stage (launching register included)
cell and delay [ns]:
dfrtp_1 0.37, nor3_1 0.18, dlygate4sd2_1 0.22
## cell type report
type                       instances  area share [%]
multi-input combinational          8           18.75
timing repair buffer               5           14.73
tap                               46           20.54
antenna                            1          0.8929
clock buffer                       3           8.036
sequential                         4           35.71
inverter                           1           1.339
## what timing repair did
action,4_1_cts,5_1_grt
hold buffers,0,0
resized,1,0
setup buffers,3,0
endpoints found under the setup margin,1,0
## per-stage QoR
| step | setup slack [ns] | cell area, sq um | hold slack (ns) | std cells | total power, W |
|---|---|---|---|---|---|
| final | 0.2009 | 280.3 | 0.2682 | 68 | 0.0002432 |
| after global routing | 0.1493 | 280.3 | 0.2720 | 68 | 0.0002660 |
| after CTS | 0.1992 | 277.8 | 0.2616 | 67 | 0.0002524 |
| after detailed placement | 0.1357 | 234.0 | 0.4660 | 61 | 0.0001142 |
| after global placement | 0.1449 | 234.0 | 0.4446 | 61 | 0.0001140 |
| after floorplan | 0.6545 | 156.4 | 0.004409 | 13 | 0.0001099 |
## power breakdown
| part | leakage, nW | internal (W) | switching, W |
|---|---|---|---|
| combinational | 0.0419 | 0.00000231 | 0.00000191 |
| sequential | 0.0566 | 0.000109 | 0 |
| clock | 0.0138 | 0.0000893 | 0.0000411 |
## cell families (layout without fill, tap and decap cells)
| kind of cell | count (synthesis) | count (layout) |
|---|---|---|
| simple gates | 4 | 4 |
| other cells | 0 | 1 |
| xor+xnor | 1 | 1 |
| buf+inv | 1 | 9 |
| fa+ha+maj | 1 | 1 |
| flops | 4 | 4 |
| compound gates | 2 | 2 |
## final timing paths
path	cells after the start	to	slack, ns	from
min in group clk0	1	cnt[0]$_DFF_PN0_	0.47	cnt[0]$_DFF_PN0_
worst max register to register	4	cnt[2]$_DFF_PN0_	0.49	cnt[1]$_DFF_PN0_
worst min register to register	1	cnt[0]$_DFF_PN0_	0.47	cnt[0]$_DFF_PN0_
max in group asynchronous	1	cnt[1]$_DFF_PN0_	1.06	rstn
worst min-delay path	1	cnt[3]$_DFF_PN0_	0.27	rstn
worst max-delay path	2	clk_out	0.20	cnt[3]$_DFF_PN0_
## routing by layer
metal	vias up	routed length [microns]	global-route usage [%]
met4	0	0	0.3521
met5	-	0	0
met2	7	141	1.685
met1	66	108	1.000
met3	0	97	2.386
li1	62	-	-
No activity file was given, so power comes from the tool's default toggle rates.
